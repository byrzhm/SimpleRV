`run.sh`:
```
#!/bin/bash
# OpenROAD 26Q1-2900-gdf79404cd8, Yosys 0.63+post, stock flow scripts
make -C /OpenROAD-flow-scripts/flow DESIGN_CONFIG=/design/flow/config.mk WORK_HOME=/design/flow/orfs finish
```
`config.mk`:
```
export PLATFORM = sky130hd
export DESIGN_NAME = register_file
export DESIGN_NICKNAME = register_file
export VERILOG_FILES = /design/flow/design.v
export SDC_FILE = /design/flow/constraint.sdc
export NUM_CORES = 4
export LEC_CHECK = 1
export CORE_UTILIZATION = 40
```
`constraint.sdc`:
```
current_design register_file

set clk_period 10.0
set clk_io_pct 0.2

create_clock -name clk0 -period $clk_period [get_ports {clk}]

set non_clock_inputs [all_inputs -no_clocks]
set_input_delay [expr $clk_period * $clk_io_pct] -clock clk0 $non_clock_inputs
set_output_delay [expr $clk_period * $clk_io_pct] -clock clk0 [all_outputs]
```
`design.v`:
```
module register_file #(
    parameter DWIDTH = 32,
    parameter AWIDTH = 5
)(
    input clk,
    input we,
    input  [AWIDTH-1:0] addrA,
    input  [AWIDTH-1:0] addrB,
    input  [AWIDTH-1:0] addrD,
    input  [DWIDTH-1:0] dataD,
    output [DWIDTH-1:0] dataA,
    output [DWIDTH-1:0] dataB
);
    reg [DWIDTH-1:0] registers [2**AWIDTH-1:0];
    initial begin
        for (int i = 0; i < 2**AWIDTH; i++)
            registers[i] = 0;
    end
    wire not_zero = |addrD;
    always @(posedge clk)
        if (we & not_zero)
            registers[addrD] <= dataD;
    assign dataA = registers[addrA];
    assign dataB = registers[addrB];
endmodule
```
==> results.py <==
# Auto-generated metrics
metrics = {
    "synth": {
        "yosys.area_share.simple_pct": 4.71,
        "yosys_area_um2": 48800,
        "logic_family": "multiplexers",
        "yosysTopAreaCell": "edfxtp_1",
        "xor_area_share_pct": 0,
        "postSynthAreaPerCell_um2": 14.4,
        "top_cells_by_area": "edfxtp_1 63%, mux2i_1 21%, a22oi_1 3.0%, a22o_1 2.3%, nand3_1 2.0%",
        "top_cells_by_count": "1,024 x edfxtp_1, 1,024 x mux2i_1, 195 x nand2_1",
        "synth.distinct_cells": 24,
        "netlist_area_um2": 48800,
        "syn_inst": 3386,
        "ys_seq_share_pct": 63.1,
        "synthAoiAreaFrac_pct": 8.05,
        "async_flop_share_pct": 0,
        "synth-edff-count": 1024,
        "synthMuxAreaShare_pct": 21.0,
        "synthAdderAreaFrac_pct": 0,
        "yosys_warnings": 1,
        "yosysTopAreaCellShare_pct": 63.1,
        "synth-main-ff-cell": "edfxtp_1",
        "ys_cells": 3386,
        "ys_seq_elements": 1024,
    },
    "routing": {
        "drc": 0,
        "antenna_left": 0,
        "via_per_inst": 5.95,
        "vias": 31000,
        "wirelength_um": 151000,
        "firstDrtPassIters": 5,
        "post_drt_wl_per_cell_um": 29.0,
        "drt-initial-drc-count": 2007,
    },
    "timing": {
        "setup_viol": 0,
        "worst_pin_slew_ps": 848,
        "fin_setup_tns_ps": 0,
        "fin_crit_ps": 7410,
        "rsz0062_at_grt": "false",
        "hold_viol": 0,
        "period_used_pct": 74.1,
        "max_freq_mhz": 135,
        "slew_viol_final": 0,
        "relSlewSlack_pct": 43.4,
    },
    "placement": {
        "place_inst": 5011,
        "hpwlAfterDp_um": 82800,
        "gp_congestion": 0.862,
        "port_buffers": 112,
    },
    "global_routing": {
        "overflow": 0,
        "globalRouteMet2Util_pct": 39.6,
        "grt_start_max_net_pins": 94,
        "grt_antenna_before_repair": 8,
        "use_met1_pct": 33.9,
        "grt_pass1_vias": 31500,
        "grtUsageMet3_pct": 14.2,
        "busiest_layer": "met2",
        "grtUsageTotal_pct": 26.3,
        "grt_pass1_wl_um": 215000,
    },
    "final_layout": {
        "drive_above_1_share_pct": 9.20,
        "largest_reg_flops": 1024,
        "regMostFlops": "registers",
        "syn2layout_area_growth_pct": 13.6,
        "reg_top3": "registers (1024)",
        "stdcell_count": 5209,
    },
    "critical_path": {
        "critical_path_class": "primary input to primary output",
        "cp-end-kind": "primary output",
        "cp.arrival_ps": 5410,
        "worstPathRequired_ps": 8000,
        "crit_path_max_fanout": 41,
        "crit_path_start_kind": "primary input",
    },
    "pwr": {
        "finalPower_mw": 9.68,
        "ir_drop_v": 0.000146,
        "p_leak_nw": 20.3,
        "power_density_nw_per_um2": 175,
    },
    "clock_tree": {
        "cts_buffers": 108,
        "cts_tree": "built",
        "clk_pin_slew_worst_paths_ps": 60,
        "cts.path.max_buffers": 3,
        "cts_setup_buffers": 0,
        "htreeDepth": 3,
        "cts.sinks": 1024,
        "cts_resized": 0,
        "cts-root-buf": "clkbuf_16",
        "cts_hold_buf": 0,
    },
    "floorplanning": {
        "fp_util_pct": 40.5,
        "rows": 127,
        "chip_area_um2": 123000,
        "coreArea_um2": 120000,
        "io_pins": 113,
        "die.size.y_um": 351,
        "die_w_um": 351,
    },
    "hold_path": {
        "hold_path_class": "primary input to register",
        "holdPathStages": 2,
        "hold_start": "dataD[21]",
        "worstHoldEndpoint": "registers[15][21]$_DFFE_PP_",
    },
    "job": {
        "tool_warnings": 26,
        "drv_cap": 0,
    },
    "run_status": {
        "status": "complete, no violations",
    },
}
power by group:
group | leakage, nW | internal [mW] | switching (mW)
clock network | 1.72 | 2.33 | 1.66
registers | 9.25 | 4.79 | 0.0241
logic | 9.33 | 0.334 | 0.549
total | 20.3 | 7.45 | 2.23
layout by cell type, fill, tap and decap left out, drive strengths merged, types with 5 or more instances in the layout:
cell type | netlist | routed
mux2i | 1024 | 1024
edfxtp | 1024 | 1024
nand2 | 195 | 195
nand3 | 194 | 194
a22oi | 192 | 192
a21oi | 192 | 192
a22o | 128 | 128
clkbuf | 86 | 128
buf | 167 | 125
clkdlybuf4s50 | 0 | 110
nor3 | 64 | 64
a31oi | 64 | 64
clkinv | 0 | 50
nor2 | 34 | 34
conb | 1 | 32
bufinv | 0 | 12
nand3b | 5 | 5
critical path, cell delays in order:
cell and delay, ps:
clkdlybuf4s50_1 700, and2_4 700, buf_4 600, a22o_1 210, nor3_1 50, a31oi_1 260
nand3_1 300, clkdlybuf4s50_1 560
through the flow:
step | setup slack (ps) | utilization (%) | cell area [um2] | hold slack [ps]
floorplan | 4950 | - | 48900 | 2100
global placement | 2610 | 43.1 | 51900 | 2830
detailed placement | 2630 | 43.1 | 51900 | 2830
CTS | 2620 | 46.0 | 55400 | 2110
global route | 2500 | 46.0 | 55400 | 2140
finish | 2590 | 46.0 | 55400 | 2130
metal layers:
layer / up-vias / share of wire (%)
met3: 315 / 13
met2: 1630 / 47
li1: 13600 / -
met5: - / 0.11
met4: 16 / 3.9
met1: 15400 / 36
cells by family after synthesis:
logic type	count (synthesis)
buffers and inverters	253
other	1
AND-OR/OR-AND	576
flip-flops	1024
multiplexers	1024
AND/OR/NAND/NOR	508
cell type report:
| cell class | instances | area, um2 |
|---|---|---|
| clock inverter | 69 | 662 |
| tap | 1612 | 2020 |
| multi-input combinational | 2140 | 16900 |
| antenna | 1 | 2.50 |
| timing repair buffer | 235 | 2200 |
| clock buffer | 128 | 2840 |
| fill | 10500 | 65100 |
| sequential | 1024 | 30700 |
worst max-delay path by stage:
stage,from,end,slack (ps)
4_1_cts,addrB[0],dataB[13],2620
5_1_grt,addrB[2],dataB[23],2500
6_report,addrB[0],dataB[13],2590
Power figures rest on the tool's default switching activity, not on a simulated workload.
