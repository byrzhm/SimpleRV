===== design.v =====
module controller #(
    parameter DWIDTH = 32
) (
    input [DWIDTH-1:0] instr,
    output reg pc_sel,
    output reg [3-1:0] imm_sel,
    output reg rf_we,
    input br_eq,
    input br_lt,
    output reg br_un,
    output reg a_sel,
    output reg b_sel,
    output reg [4-1:0] alu_sel,
    output reg [DWIDTH/8-1:0] dmem_wbe,
    output reg [2:0] ld_sel,
    output reg [1:0] wb_sel
);
    always @(*) begin
        pc_sel = 1'b0;  
        imm_sel = 3'b000;     
        rf_we = 1;            
        br_un = 0;            
        a_sel = 1'b0;       
        b_sel = 1'b0;       
        alu_sel = 4'b0000;   
        dmem_wbe = 0;         
        ld_sel = 4'b1111;   
        wb_sel = 2'b01;     
        case (instr[6:0])
            7'b0110111: begin
                imm_sel = 3'b011;
                b_sel = 1'b1;
                alu_sel = 4'b1011;
            end
            7'b0010111: begin
                imm_sel = 3'b011;
                a_sel = 1'b1;
                b_sel = 1'b1;
                alu_sel = 4'b0000;
            end
            7'b1101111: begin
                imm_sel = 3'b100;
                a_sel = 1'b1;
                b_sel = 1'b1;
                alu_sel = 4'b0000;
                pc_sel = 1'b1;
                wb_sel = 2'b10;
            end
            7'b1100111: begin
                imm_sel = 3'b000;
                b_sel = 1'b1;
                alu_sel = 4'b0000;
                pc_sel = 1'b1;
                wb_sel = 2'b10;
            end
            7'b1100011: begin
                imm_sel = 3'b010;
                rf_we = 0;
                a_sel = 1'b1;
                b_sel = 1'b1;
                alu_sel = 4'b0000;
                case (instr[14:12])
                    3'b000: if (br_eq) pc_sel = 1'b1; 
                    3'b001: if (!br_eq) pc_sel = 1'b1;
                    3'b100: if (br_lt) pc_sel = 1'b1;
                    3'b101: if (!br_lt) pc_sel = 1'b1;
                    3'b110: begin
                        br_un = 1;  
                        if (br_lt) pc_sel = 1'b1;
                    end
                    3'b111: begin
                        br_un = 1;  
                        if (!br_lt) pc_sel = 1'b1;
                    end
                endcase
            end
            7'b0100011: begin
                imm_sel = 3'b001;
                rf_we = 0;
                b_sel = 1'b1;
                alu_sel = 4'b0000;
                case (instr[14:12])
                    3'b000: dmem_wbe = 4'b0001;
                    3'b001: dmem_wbe = 4'b0011;
                    3'b010: dmem_wbe = 4'b1111;
                endcase
            end
            7'b0000011: begin
                imm_sel = 3'b000;
                b_sel = 1'b1;
                alu_sel = 4'b0000;
                wb_sel = 2'b00;
                case (instr[14:12])
                    3'b000: ld_sel = 3'b000;
                    3'b001: ld_sel = 3'b001;
                    3'b010: ld_sel = 3'b010;
                    3'b100: ld_sel = 3'b100;
                    3'b101: ld_sel = 3'b101;
                endcase
            end
            7'b0110011: begin
                case (instr[14:12])
                    3'b000: begin
                        case (instr[31:25])  
                            7'b0000000: alu_sel = 4'b0000;
                            7'b0100000: alu_sel = 4'b0001;
                        endcase
                    end
                    3'b001: alu_sel = 4'b0101;
                    3'b010: alu_sel = 4'b1000;
                    3'b011: alu_sel = 4'b1001;
                    3'b100: alu_sel = 4'b0100;
                    3'b110: alu_sel = 4'b0011;
                    3'b111: alu_sel = 4'b0010;
                    3'b101: begin
                        case (instr[31:25])  
                            7'b0000000: alu_sel = 4'b0110;
                            7'b0100000: alu_sel = 4'b0111;
                        endcase
                    end
                endcase
            end
            7'b0010011: begin
                imm_sel = 3'b000;
                b_sel = 1'b1;
                case (instr[14:12])
                    3'b000: alu_sel = 4'b0000;  
                    3'b001: alu_sel = 4'b0101;
                    3'b010: alu_sel = 4'b1000;
                    3'b011: alu_sel = 4'b1001;
                    3'b100: alu_sel = 4'b0100;
                    3'b110: alu_sel = 4'b0011;
                    3'b111: alu_sel = 4'b0010;
                    3'b101: begin
                        case (instr[31:25])  
                            7'b0000000: alu_sel = 4'b0110;
                            7'b0100000: alu_sel = 4'b0111;
                        endcase
                    end
                endcase
            end
        endcase
    end
endmodule

===== run.sh =====
#!/bin/bash
# OpenROAD 26Q1-2900-gdf79404cd8, Yosys 0.63+post, stock flow scripts
make -C /OpenROAD-flow-scripts/flow DESIGN_CONFIG=/design/flow/config.mk WORK_HOME=/design/flow/orfs finish

===== config.mk =====
export PLATFORM = sky130hd
export DESIGN_NAME = controller
export DESIGN_NICKNAME = controller
export VERILOG_FILES = /design/flow/design.v
export SDC_FILE = /design/flow/constraint.sdc
export NUM_CORES = 4
export LEC_CHECK = 1
export CORE_AREA = 10 10 70 70
export DIE_AREA = 0 0 80 80

===== constraint.sdc =====
current_design controller

set clk_period 3.2
set clk_io_pct 0.2

create_clock -name clk0 -period $clk_period

set non_clock_inputs [all_inputs -no_clocks]
set_input_delay [expr $clk_period * $clk_io_pct] -clock clk0 $non_clock_inputs
set_output_delay [expr $clk_period * $clk_io_pct] -clock clk0 [all_outputs]

==> qor_table.md <==
| Metric | This run | Unit |
|:---|:---|:---|
| Run status | completed | - |
| Leakage power summed over all cells | 0.000284 | uW |
| Highest ir drop seen on vdd | 0.0000347 | V |
| Detailed-route wire length | 1.82 | mm |
| Die height | 80 | um |
| Hold path cells | 5 | - |
| CORE AREA | 0.00342 | mm^2 |
| Tally of max-capacitance violations | 0 | - |
| Kind of start point of the critical path | input pin | - |
| Netlist Area Pre-Place | 422 | um^2 |
| Total cells reported by yosys after synthesis | 63 | - |
| Chip Width | 80 | um |
| Worst Hold Class | in -> out | - |
| Total of warnings raised by yosys | 1 | - |
| GRT Total Usage | 0.0552 | - |
| Antenna cells | 0 | - |
| Number of hold violations in the final report | 0 | - |
| Final critical delay including setup and external delays | 3.01 | ns |
| Number of sequential storage elements | 0 | - |
| Synthesized area per cell | 6.69 | um^2 |
| Weighted congestion reported at the end of routability-driven placement | 0.705 | - |
| Final core area utilization | 0.254 | - |
| Distinct cells, synth | 34 | - |
| Final hold slack | 2.36 | ns |
| Starting DRC count in detailed routing | 47 | - |
| Number of global-route vias before repair | 599 | - |
| Number of setup violations in the final report | 0 | - |
| Place WS | 0.0710 | ns |
| Pin count of the biggest net entering global routing | 12 | - |
| Clk_buf instances | 0 | - |
| Mean number of vias per cell | 3.93 | - |
| Crit path required time | 2.56 | ns |
| Count of buffers added by post-CTS timing repair for setup | 0 | - |
| Library cell appearing most often on the critical path | clkdlybuf4s50_1 | - |
| Wire per inst | 12.4 | um |
| Sum of buffers and inverters on the critical path | 2 | - |
| Post-route DRC violation count | 0 | - |
| Drt pass-1 iters | 4 | - |
| Post-Syn Instances | 63 | - |
| Overall via count from detail_route | 574 | - |
| Top fanout value on the critical path | 5 | - |
| Crit path arrival time | 2.37 | ns |
| Initial core utilization | 0.123 | - |
| Antenna violations before repair | 0 | - |
| Endpoint class of the critical path | output pin | - |
| Setup TNS | 0 | ns |
| Number of cell rows | 21 | - |
| Summed standard-cell area reported by yosys | 422 | um^2 |
| Worst-path cell chain | clkdlybuf4s50_1, nor2_1, nand3_2, nor4b_2, clkdlybuf4s50_1 | - |
| Library cell contributing the largest single delay on the critical path | clkdlybuf4s50_1 | - |
| Die Footprint | 0.00640 | mm^2 |
| Sequential cell area | 0 | um^2 |
| Worst path max stage delay | 0.51 | ns |
| Hold path endpoint | alu_sel[0] | - |
| Launch point of the worst hold path | instr[31] | - |
| OpenROAD warning count | 47 | - |
| IO Port Bufs | 40 | - |
| Cell class contributing the biggest share of worst-path delay | buffers and inverters | - |
| Fraction of layout cells with a size suffix above 1 | 0.130 | - |
| Max Clock Freq | 333 | MHz |
| IO Count | 55 | - |
| Post-layout worst setup margin | 0.193 | ns |
| Detail Route Antenna Nets | 0 | - |
| Final-report max-slew violation count | 0 | - |
| Total power divided by cell area | 74.4 | mW/mm^2 |
| RSZ-0062 raised after global routing | no | - |
| Post-detailed-placement half-perimeter wirelength | 1.62 | mm |
| Slew Limit Headroom | 0.718 | - |
| Seq share, synth | 0 | - |
| Type of the setup path with the least slack | in -> out | - |
| Leftover overflow at the end of global routing | 0 | - |
| Worst setup path start | instr[3] | - |
| Syn-to-layout area delta | 106 | % |
| Wire length of the first global-routing pass | 2.88 | mm |
| Filler cell count in the final layout | 384 | - |
| Fraction of the cycle the final worst path needs | 0.940 | - |
| Actual transition at the worst max-transition pin | 0.422 | ns |
per-stage QoR:
stage	total power, uW	std cells	instance area, um^2
floorplan	29.7	63	422
global placement	64.0	146	862
detailed placement	64.5	146	862
CTS	64.8	146	862
global route	71.0	146	868
finish	64.6	146	868
layer usage:
metal  track usage  routed length (um)  vias to the layer above  part of all wire
li1              -                   -                      306                 -
met4             0                   0                        0                 0
met2        0.0987                 862                       20              0.47
met5             0                   0                        -                 0
met3        0.0170                 159                        0             0.088
met1        0.0666                 792                      248              0.44
logic make-up (layout without fill, tap and decap cells):
| group | after synthesis | count (layout) | share of synthesized area |
|---|---|---|---|
| XOR/XNOR | 3 | 3 | 0.0623 |
| AND/OR/NAND/NOR | 38 | 38 | 0.599 |
| buffers and inverters | 8 | 45 | 0.122 |
| AND-OR/OR-AND | 14 | 14 | 0.217 |
synthesized netlist by cell type (2+ instances only):
| cell | count | area, um^2 |
|---|---|---|
| nand2_1 | 5 | 18.8 |
| a21oi_1 | 3 | 15.0 |
| clkbuf_1 | 2 | 7.51 |
| o21ai_0 | 2 | 10.0 |
| nand3_1 | 2 | 10.0 |
| nor4_2 | 2 | 25.0 |
| nor2_1 | 8 | 30.0 |
| nand4_1 | 3 | 18.8 |
| nand3_2 | 2 | 20.0 |
| buf_6 | 2 | 22.5 |
| o211ai_1 | 2 | 15.0 |
| nor2b_1 | 2 | 12.5 |
| a31oi_1 | 2 | 12.5 |
| nand3b_1 | 2 | 15.0 |
| buf_2 | 2 | 10.0 |
| and2_1 | 2 | 12.5 |
| xor2_1 | 2 | 17.5 |
| nand2b_1 | 2 | 12.5 |
layout by cell type, fill, tap and decap left out, types with 2 or more instances in the layout:
cell type,synthesis,routed
a31oi_1,2,2
nor2b_1,2,2
o211ai_1,2,2
nand3b_1,2,2
nand4_1,3,3
nand2b_1,2,2
nand3_2,2,2
o21ai_0,2,2
nor4_2,2,3
a21oi_1,3,3
buf_4,1,4
nand3_1,2,2
and2_1,2,2
xor2_1,2,2
clkdlybuf4s50_1,0,40
nand2_1,5,5
nor2_1,8,8
final cells by class:
type | count | area, um^2 | area share
repair buffers | 44 | 430 | 0.496
multi-input cells | 55 | 377 | 0.434
inverters | 1 | 3.75 | 0.00432
well taps | 46 | 57.6 | 0.0663
worst max path at each step:
stage / slack (ns) / to / depth (start not counted)
after global routing: 0.07 / alu_sel[2] / 5
final: 0.19 / dmem_wbe[1] / 5
after CTS: 0.07 / dmem_wbe[2] / 5
where the power goes:
part	internal [uW]	switching, uW	total (uW)	leakage [uW]
Combinational	37.9	26.8	64.6	0.000284
Clock	0	0	0	0
Sequential	0	0	0	0
Total	37.9	26.8	64.6	0.000284
what timing repair did:
action,4_1_cts,5_1_grt
hold buffers,0,0
resized,0,1
endpoints found under the setup margin,0,2
Power is estimated from default activity; no workload was simulated.
