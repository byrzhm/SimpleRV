`constraint.sdc`:
```
current_design mux4to1

set clk_period 3.1
set clk_io_pct 0.2

create_clock -name clk0 -period $clk_period

set non_clock_inputs [all_inputs -no_clocks]
set_input_delay [expr $clk_period * $clk_io_pct] -clock clk0 $non_clock_inputs
set_output_delay [expr $clk_period * $clk_io_pct] -clock clk0 [all_outputs]
```
`run.sh`:
```
#!/bin/bash
# OpenROAD 26Q1-2900-gdf79404cd8, Yosys 0.63+post, stock flow scripts
make -C /OpenROAD-flow-scripts/flow DESIGN_CONFIG=/design/flow/config.mk WORK_HOME=/design/flow/orfs finish
```
`config.mk`:
```
export PLATFORM = sky130hd
export DESIGN_NAME = mux4to1
export DESIGN_NICKNAME = mux4to1
export VERILOG_FILES = /design/flow/design.v
export SDC_FILE = /design/flow/constraint.sdc
export NUM_CORES = 4
export LEC_CHECK = 1
export CORE_AREA = 10 10 76 76
export DIE_AREA = 0 0 86 86
```
`design.v`:
```
module mux2to1 #(
    parameter DWIDTH = 32
) (
    input [DWIDTH-1:0] in0,
    input [DWIDTH-1:0] in1,
    input sel,
    output [DWIDTH-1:0] out
);
    assign out = sel ? in1 : in0;
endmodule
module mux4to1 #(
    parameter DWIDTH = 32
) (
    input [DWIDTH-1:0] in0,
    input [DWIDTH-1:0] in1,
    input [DWIDTH-1:0] in2,
    input [DWIDTH-1:0] in3,
    input [1:0] sel,
    output [DWIDTH-1:0] out
);
    assign out = (sel == 2'b00) ? in0 :
                 (sel == 2'b01) ? in1 :
                 (sel == 2'b10) ? in2 :
                 in3;
endmodule
module loadmux #(
    parameter DWIDTH = 32
) (
    input [DWIDTH-1:0] in,
    input [2:0] ld_sel,
    output reg [DWIDTH-1:0] out
);
    always @(*) begin
        case (ld_sel)
            3'b000: out = {{24{in[7]}}, in[7:0]};
            3'b100: out = {{24{1'b0}}, in[7:0]};
            3'b001: out = {{16{in[15]}}, in[15:0]};
            3'b101: out = {{16{1'b0}}, in[15:0]};
            3'b010: out = in;
            default: out = {DWIDTH{1'bx}};
        endcase
    end
endmodule
```
==> flow_summary.toml <==
# implementation run metrics
[synthesis]
ys_chip_area_um2 = 815
ys.warnings.count = 0
mappedNetlistArea_um2 = 815
ys_cells = 39
seq_area_frac_synth_pct = 0
synth_area_per_cell_um2 = 20.9
synthCells = 39
yosysUniqueCellTypes = 5

[final_layout]
post-route-util_pct = 60.1
seq_cells = 0
clock_buffer_count = 0
fillCellCount = 315
regArea_um2 = 0
lay_top_count = "clkdlybuf4s50_1"
synthToLayoutAreaGrowth_pct = 204
final_layout_size_suffix_gt1_share_pct = 17.7
mostFrequentLayoutCells = "161 x clkdlybuf4s50_1, 30 x mux4_2, 3 x buf_12"

[placed_design]
numPortBuffers = 162
place.gp.congestion = 0.848
hpwlAfterDp_mm = 5.21

[sta]
tns_ps = 0
slew_violations = 0
slew_headroom_pct = 87.6
worstMarginPinSlew_ps = 186
whs_ps = 2220
fmax_ghz = 0.364
finalSetupViolCount = 0
rsz0062_at_grt = "false"
fin_crit_sh_pct = 88.7
final-hold-violation-count = 0
fin_crit_ps = 2750

[grt]
overflow = 0
grt_pass1_wl_mm = 8.67
grt_max_degree = 33
antenna_found_initial = 0
globalRouteTotalUtil_pct = 15.2
grt_pass1_vias = 1363

[routing]
diodes = 0
first_iter_violations = 23
drc = 0
dr.pass1.iters = 4
vias = 1168
wl_mm = 5.68
via_per_inst = 4.71
wire_per_inst_um = 22.9
final_antenna_net_count = 0

[setup_path]
worstPathMaxFanout = 32
cp-end-kind = "primary output"
startpoint_type = "input pin"
crit_type = "input pin to primary output"
crit_required_ps = 2480
arrival_ps = 2130

[pwr]
p_leak_uw = 0.000879
vdd_drop_max_mv = 0.0610
power_uw = 343
power_density_mw_per_mm2 = 139

[floorplanning]
initial_utilization_pct = 19.8
die_height_um = 86
num_rows = 23
io_pins = 162
die_w_um = 86
coreArea_mm2 = 0.00412
chipArea_mm2 = 0.00740

[clocking]
cts_hold_buf = 0
cts_resized = 0
post_cts_buffers = 0

[run]
warnings = 33
cap_violations = 0

[run_status]
status = "finished clean"

[min_path]
min_path_type = "input pin to primary output"
## report_power, final
group / total, uW / leakage [uW] / switching [uW] / internal, uW
registers: 0 / 0 / 0 / 0
logic: 343 / 0.000879 / 62.5 / 281
clock network: 0 / 0 / 0 / 0
## cells by family (layout without fill, tap and decap cells)
family	count (synthesis)	count (layout)	synth area share [%]
buffers and inverters	7	166	10.6
multiplexers	32	32	89.4
## cell usage after synthesis
cell type  count  area (um2)
buf_12         3        60.1
buf_6          1        11.3
mux4_1         2        52.6
buf_2          3        15.0
mux4_2        30         676
## per-stage QoR
step	setup slack [ps]	cells	instance area, um2
final	350	248	2470
after global routing	303	248	2470
after CTS	333	248	2470
after detailed placement	332	248	2470
after global placement	347	248	2470
after floorplan	1140	39	815
## critical path: stages
cell	delay, ps
clkdlybuf4s50_1	510
buf_12	220
mux4_2	330
clkdlybuf4s50_1	450
## path summary, 6_finish.rpt
kind,cells past startpoint,end,start
min,4,out[1],sel[0]
max,4,out[29],sel[1]
## per-layer routing
metal / share of wire (%) / routed length [um] / track usage (%) / up-vias
met4: 0.90 / 51 / 1.20 / 0
met5: 0 / 0 / 0 / -
met3: 13 / 736 / 7.82 / 4
li1: - / - / - / 527
met2: 51 / 2910 / 25.8 / 93
met1: 35 / 1980 / 17.3 / 544
## final cells by class
cell class / count / area (um2) / share of cell area (%)
Multi-Input combinational cell: 32 / 728 / 29.4
Tap cell: 50 / 62.6 / 2.53
Timing Repair Buffer: 166 / 1680 / 68.0
No activity file was given, so power comes from the tool's default toggle rates.
